[flow/run.sh]
#!/bin/bash
# OpenROAD 26Q1-2900-gdf79404cd8, Yosys 0.63+post, stock flow scripts
make -C /OpenROAD-flow-scripts/flow DESIGN_CONFIG=/design/flow/config.mk WORK_HOME=/design/flow/orfs finish
[flow/config.mk]
export PLATFORM = sky130hd
export DESIGN_NAME = top
export DESIGN_NICKNAME = top
export VERILOG_FILES = /design/flow/design.v
export SDC_FILE = /design/flow/constraint.sdc
export NUM_CORES = 4
export LEC_CHECK = 1
export CORE_UTILIZATION = 30
[flow/constraint.sdc]
current_design top

set clk_period 9.9
set clk_io_pct 0.2

create_clock -name clk0 -period $clk_period [get_ports {clk}]

set non_clock_inputs [all_inputs -no_clocks]
set_input_delay [expr $clk_period * $clk_io_pct] -clock clk0 $non_clock_inputs
set_output_delay [expr $clk_period * $clk_io_pct] -clock clk0 [all_outputs]
[flow/design.v]
`timescale 1ns / 1ps
module clk_pixel(
    input wire clk,
    output reg clk_pixel
);
    reg cnt;
    initial begin
        cnt <= 0;
        clk_pixel <= 0;
    end
    always @(posedge clk)
    begin
        if (cnt == 1)
            begin
                cnt <= 0;
                clk_pixel <= ~clk_pixel;
            end
        else
            cnt <= 1;
    end
endmodule
`timescale 1ns / 1ps
module debounce(
    input wire clk,
    input wire button,
    output reg click
);
    reg [3:0] cnt;
    wire clk_1ms;
    localparam threshold = 10;
    timer_1ms m0(clk, clk_1ms);
    always @(posedge clk_1ms)
    begin
        if (button == 0) begin
            click = 0;
            cnt = 0;
        end
        else begin
            if (cnt < threshold) begin
                cnt = cnt + 1'b1;
                click = 0;
            end else begin
                click = 1;
            end
        end
    end
endmodule
`timescale 1ns / 1ps
module graphic(
    input wire  clk, reset,
    input wire  [1:0]  miao,
    input wire  [10:0] x, y,
    input wire  [1:0]  btn1, btn2,
    output wire [7:0]  rgb
);
    localparam COLOR_BG   = 8'b01001000;
    localparam COLOR_BALL = 8'b11011101;
    localparam COLOR_LINE = 8'b11100001;
    localparam COLOR_LBAR = 8'b10010111;
    localparam COLOR_RBAR = 8'b00101011;
    localparam COLOR_NULL = 8'b00000000;
    reg [10:0] BAR_H   = 11'd60;
    reg [10:0] BAR_W   = 11'd5;
    localparam BALL_R  = 11'd5;
    localparam L_BOUND = 11'd60;
    localparam R_BOUND = 11'd580;
    localparam U_BOUND = 11'd40;
    localparam D_BOUND = 11'd440;
    localparam BAR_V  = 10'd1;
    localparam BALL_V = 10'd1;
    reg [10:0] ball_x, ball_y, lbar_y, rbar_y;
    reg ball_move_x, ball_move_y;
    reg [5:0] lscore, rscore;
    initial begin
        ball_x = 11'd320;
        ball_y = 11'd240;
        lbar_y = 11'd240;
        rbar_y = 11'd240;
        ball_move_x = 1'b1;
        ball_move_y = 1'b1;
        lscore = 1'b0;
        rscore = 1'b0;
    end
    reg [7:0] rgb_now;
    wire clk_frame = (x == 0 && y == 0);
    always @(posedge clk) begin
        if (clk_frame) begin
            if (btn1[0] && lbar_y > U_BOUND + BAR_H / 2) lbar_y = lbar_y - BAR_V;
            if (btn1[1] && lbar_y < D_BOUND - BAR_H / 2) lbar_y = lbar_y + BAR_V;
            if (btn2[0] && rbar_y > U_BOUND + BAR_H / 2) rbar_y = rbar_y - BAR_V;
            if (btn2[1] && rbar_y < D_BOUND - BAR_H / 2) rbar_y = rbar_y + BAR_V;
            if (miao[0]) BAR_H  = 11'd150;
            else BAR_H  = 11'd60;
            if (miao[1]) BAR_W  = 11'd20;
            else BAR_W  = 11'd5;
            if (reset) begin
                lscore = 0;
                rscore = 0;
            end
            if (ball_move_x) ball_x = ball_x + BALL_V;
            else ball_x = ball_x - BALL_V;
            if (ball_move_y) ball_y = ball_y + BALL_V;
            else ball_y = ball_y - BALL_V;
            if (ball_y <= U_BOUND + BALL_R || ball_y >= D_BOUND - BALL_R)
                ball_move_y = ~ball_move_y;
            if (ball_x == L_BOUND + BAR_W + BALL_R &&
                ball_y + BALL_R >= lbar_y - BAR_H / 2 && ball_y - BALL_R <= lbar_y + BAR_H / 2)
                ball_move_x = ~ball_move_x;
            if (ball_x == R_BOUND - BAR_W - BALL_R &&
                ball_y + BALL_R >= rbar_y - BAR_H / 2 && ball_y - BALL_R <= rbar_y + BAR_H / 2)
                ball_move_x = ~ball_move_x;
            if (ball_x < 3 || ball_x > 637) begin
                if (ball_x < 3)
                    rscore = rscore + 1'b1;
                else if (ball_x > 637)
                    lscore = lscore + 1'b1;
                ball_x = 320;
                ball_y = 240;
                ball_move_x = (rscore > lscore);
                ball_move_y = 1'b1;
            end
        end
        if (x >= 0 && y >= 0 && x < 640 && y < 480) begin
            rgb_now <= COLOR_BG;
            if ((y == 40 || y == 440) && (x >= L_BOUND && x <= R_BOUND))
                rgb_now <= COLOR_LINE;
            if ((x >= L_BOUND && x <= L_BOUND + BAR_W) &&
                (y >= lbar_y - BAR_H / 2 && y <= lbar_y + BAR_H / 2))
                rgb_now <= COLOR_LBAR;
            if ((x >= R_BOUND - BAR_W && x <= R_BOUND) &&
                (y >= rbar_y - BAR_H / 2 && y <= rbar_y + BAR_H / 2))
                rgb_now <= COLOR_RBAR;
            if ((x >= ball_x - BALL_R && x <= ball_x + BALL_R) &&
                (y >= ball_y - BALL_R && y <= ball_y + BALL_R))
                rgb_now <= COLOR_BALL;
            if (x >= 6 && x <= 12)
                if (y / 6 % 2 == 1 && lscore > y / 6 / 2)
                    rgb_now <= COLOR_LBAR;
            if (x >= 628 && x <= 634)
                if (y / 6 % 2 == 1 && rscore > y / 6 / 2)
                    rgb_now <= COLOR_RBAR;
        end else begin
            rgb_now <= COLOR_NULL;
        end
    end
    assign rgb = rgb_now;
endmodule
`timescale 1ns / 1ps
module timer_1ms(
    input wire clk,
    output reg clk_1ms
);
    reg [15:0] cnt;
    initial begin
        cnt [15:0] <= 0;
        clk_1ms <= 0;
    end
    always @(posedge clk) begin
        if (cnt >= 50000) begin
            cnt <= 0;
            clk_1ms <= ~clk_1ms;
        end else begin
            cnt <= cnt + 1'b1;
        end
    end
endmodule
`timescale 1ns / 1ps
 module top(
    input wire clk, reset,
    input wire [1:0] miao,
    input wire [1:0] btn1,
    input wire [1:0] btn2,
    output wire hsync, vsync,
    output wire [7:0] rgb
);
    wire [10:0] x, y;
    vga_sync vga0(.clk(clk),
        .hsync(hsync), .vsync(vsync),
        .x(x), .y(y));
    wire reset_out;
    wire [1:0] btn1_out, btn2_out;
    debounce b0(clk, btn1[0], btn1_out[0]);
    debounce b1(clk, btn1[1], btn1_out[1]);
    debounce b2(clk, btn2[0], btn2_out[0]);
    debounce b3(clk, btn2[1], btn2_out[1]);
    debounce b4(clk, reset, reset_out);
    graphic g0(.clk(clk), .miao(miao), .reset(reset_out),
        .x(x), .y(y), .rgb(rgb),
        .btn1(btn1_out), .btn2(btn2_out));
endmodule
module vga_sync
(
    input wire clk,
    output wire hsync, vsync,
    output wire [10:0] x, y
);
    reg  [10:0] cnt_x, cnt_y;
    reg  in_hs, in_vs;
    wire clk_pixel;
    localparam H_PW   = 10'd96;   
    localparam H_BP   = 10'd48;   
    localparam H_DISP = 10'd640;  
    localparam H_FP   = 10'd16;   
    localparam H_S    = H_PW + H_BP + H_DISP + H_FP;  
    localparam V_PW   = 10'd2;
    localparam V_BP   = 10'd33;
    localparam V_DISP = 10'd480;
    localparam V_FP   = 10'd10;
    localparam V_S    = V_PW + V_BP + V_DISP + V_FP;
    clk_pixel clk0(clk, clk_pixel);
    wire cnt_x_maxed = (cnt_x == H_S - 1);
    wire cnt_y_maxed = (cnt_y == V_S - 1);
    initial begin
        cnt_x <= 0;
        cnt_y <= 0;
    end
    always @(posedge clk_pixel) begin
        if (cnt_x_maxed) begin
            cnt_x <= 0;
            cnt_y <= cnt_y + 1'b1;
            if (cnt_y_maxed)
                cnt_y <= 0;
        end
        else
            cnt_x <= cnt_x + 1'b1;
    end
    always @(posedge clk_pixel) begin
        in_hs = (cnt_x < H_PW);
        in_vs = (cnt_y < V_PW);
    end
    assign hsync = ~in_hs;
    assign vsync = ~in_vs;
    assign x = cnt_x - (H_PW + H_BP);
    assign y = cnt_y - (V_PW + V_BP);
endmodule
==> qor.csv <==
stage;metric;value;unit
sta;unrepaired setup endpoints after global routing;false;
sta;final slew viol count;0;
hold_path;Hold WC Path Type;reg2reg;
sta;final worst-path cycle share;0.914;
route;Iteration-0 DRC Markers;1175;
sta;endpoints left unconstrained;63;
clocking;Insertion Delay late pin;0.49;ns
place;placed cell areas;22800;µm²
synthesis;post-synthesis sequential area ratio;0.214;
final_layout;layout cells sized above 1;0.0484;
synthesis;distinct lib cells;103;
clocking;CTS tree;done;
sta;Min Hold Slack;0.389;ns
grt;first-pass GRT wire length;90300;µm
place;Final HPWL DP;43500;µm
power;Pleak;9.87;nW
worst_setup_path;WP data arrival;9.44;ns
floorplanning;Die Area;73300;µm²
sta;post-route minimum period;9.05;ns
floorplanning;# IOs;18;
final_layout;synthesis-to-finish area growth;8.42;%
grt;initial antenna violation count;0;
synthesis;chip area in the Yosys report;21700;µm²
run;count of tool warnings;76;
floorplanning;vertical die size;271;µm
grt;Congestion Overflow GR;0;
final_layout;post-layout util;0.329;
synthesis;number of enable flip-flop cells;19;
clocking;H-tree levels;4;
final_layout;filler cell count;7403;
final_layout;combinational gate area;16100;µm²
synthesis;syn_area_per_cell;8.04;µm²
route;drt wl/cell;15.2;µm
route;vias;18260;
synthesis;synthesized instance count;2695;
clocking;CTS Buffer Depth;2;
floorplanning;fp util;0.303;
synthesis;#FFs+latches synth;222;
worst_setup_path;Worst setup EP type;flop;
sta;total negative slack;0;ns
route;drt pass-1 iters;5;
worst_setup_path;CP Data Required Time;10.29;ns
clocking;setup repair bufs after CTS;0;
power;pwr dens;63.4;nW/µm²
floorplanning;Die Width;271;µm
outcome;outcome;finished clean;
sta;Fmax achieved;0.111;GHz
route;DR vias/cell;5.02;
synthesis;Dominant flop cell;dfxtp_1;
sta;count of unclocked register or latch pins;49;
sta;final clock skew;0.00898;ns
sta;final hold vios;0;
final_layout;Flop area;4630;µm²
route;DRC;0;
grt;vias in the first global route;17001;
route;ANT cells;0;
synthesis;Yosys Instances;2695;
sta;Rel. slew slack;0.380;
worst_setup_path;CP max-delay cell;mux2_2;
route;antenna-violating nets left;0;
clocking;cts hold-fix bufs;0;
synthesis;synthesized area;21700;µm²
clocking;Reg clk slew, reported paths;0.08;ns
worst_setup_path;crit path max fanout;11;
worst_setup_path;CP max stage delay;0.45;ns
synthesis;Async S/R FF share, synth;0;
route;Total Routed Length;55200;µm
final_layout;post-route cell area;23500;µm²
grt;largest net degree at the start of global routing;48;
floorplanning;core area;71500;µm²
clocking;clk root buf;clkbuf_16;
synthesis;Syn. warnings;5;
worst_setup_path;element type at the critical path start;flop;
worst_setup_path;Setup Crit Path Kind;reg2reg;
floorplanning;Site Rows;98;
place;Routability Congestion;0.952;
sta;worst-margin pin slew;0.924;ns
sta;final setup violation count;0;
grt;GRT Util Overall;0.153;
place;IO Port Bufs;17;
power;worst vdd ir;123;µV
run;tally of max-capacitance violations;0;
clocking;total CTS buffers;17;
## per-layer routing
metal / vias to the layer above / GRT usage / wire length (µm) / share of wire
li1: 9572 / - / - / -
met1: 8374 / 0.230 / 27500 / 0.50
met2: 268 / 0.245 / 25000 / 0.45
met3: 46 / 0.0168 / 1960 / 0.036
met4: 0 / 0.0186 / 717 / 0.013
met5: - / 0 / 0 / 0
## critical path: cells and delay by family (launching register included)
| family | cells | cell delay [ns] |
|---|---|---|
| adders and majority gates | 5 | 1.70 |
| muxes | 1 | 0.45 |
| AOI/OAI and AO/OA | 24 | 5.14 |
| and+or+nand+nor | 8 | 1.09 |
| DFF | 1 | 0.40 |
| xor gates and xnor gates | 1 | 0.18 |
## repair_timing
action | CTS | global route
endpoints found under the setup margin | 0 | 7
gates resized | 0 | 8
hold endpoints to repair | 0 | 0
## power breakdown
part / internal, W / total (W) / switching, W
sequential: 0.000700 / 0.000701 / 0.000000766
combinational: 0.0000262 / 0.0000585 / 0.0000322
clock: 0.000365 / 0.000730 / 0.000365
## cells by family after synthesis
family | Yosys count | share of synthesized area
fa+ha+maj | 343 | 0.200
buf+inv | 256 | 0.0473
mux | 12 | 0.00589
simple gates | 931 | 0.210
compound gates | 634 | 0.202
flops | 222 | 0.214
xor+xnor | 297 | 0.121
## path summary, 6_finish.rpt
check	start	endpoint	slack, ns	depth (start not counted)
max	g0.BAR_H[4]	g0.rgb_now[3]	0.85	39
min reg2reg	vga0.clk0.cnt	vga0.clk0.cnt	0.39	1
max reg2reg	g0.BAR_H[4]	g0.rgb_now[3]	0.85	39
min	vga0.clk0.cnt	vga0.clk0.cnt	0.39	1
## per-stage QoR
step	setup WS [ns]	cells	total power, W
finish	0.854	3634	0.00149
CTS	0.526	3634	0.00152
global placement	0.708	3602	0.000775
detailed placement	0.595	3602	0.000775
global route	0.0474	3634	0.00155
floorplan	2.10	2695	0.000759
## Yosys cell counts (6+ instances only)
cell         n  area, µm²
mux2i_1      6       60.1
o31a_1      12        105
nand4b_1     6       52.6
buf_4        6       45.0
xor2_1     105        920
a21o_1      48        360
and2_1      17        106
o2111ai_1   10       87.6
o211ai_1    22        165
inv_1      171        642
o221ai_1     6       52.6
inv_2        6       22.5
fa_1         6        120
nand2_1    242        908
a21boi_0     6       45.0
o211a_1      7       70.1
or4_1       13       97.6
clkbuf_1    60        225
nor2b_1     49        307
o21ai_0    122        611
o31ai_1     24        180
nand3_1     88        440
nor4_1      24        150
nor2_1     233        875
nor3_1      63        315
a21oi_1    141        706
or3_1       26        163
xnor2_1    190       1660
o22ai_1      8       50.1
edfxtp_1    19        571
a211oi_1    19        143
ha_1       337       4220
o21ai_1     12       60.1
o21bai_1    21        158
dfxtp_1    203       4060
and3_1      23        144
nand2b_1    35        219
mux2_2       6       67.6
a31oi_1     17        106
o21a_1      77        578
or2_2       13       81.3
nand4_1     70        438
## sequential cells by signal, summed over array words and instances (netlist names), 6 cells and up
signal      count
b0.m0.cnt      16
b2.m0.cnt      16
b4.m0.cnt      16
b1.m0.cnt      16
g0.lscore       6
g0.ball_x      11
g0.BAR_H       10
vga0.cnt_y     11
g0.rscore       6
b3.m0.cnt      16
vga0.cnt_x     11
g0.lbar_y      11
g0.rgb_now      7
g0.BAR_W       11
g0.rbar_y      11
g0.ball_y      11
## cells in the final DEF (no fill, tap or decap), types with 7 or more instances in the layout
cell type	Yosys	routed
ha_1	337	337
nand2_1	242	242
nor2_1	233	233
dfxtp_1	203	203
xnor2_1	190	189
inv_1	171	171
a21oi_1	141	140
o21ai_0	122	122
xor2_1	105	104
nand3_1	88	88
o21a_1	77	77
nand4_1	70	70
nor3_1	63	62
nor2b_1	49	49
a21o_1	48	48
nand2b_1	35	35
or3_1	26	25
o31ai_1	24	24
nor4_1	24	24
and3_1	23	23
o211ai_1	22	22
o21bai_1	21	21
edfxtp_1	19	19
a211oi_1	19	18
a31oi_1	17	17
and2_1	17	17
clkbuf_16	0	17
clkdlybuf4s50_1	0	17
buf_4	6	16
or4_1	13	13
or2_2	13	13
o21ai_1	12	12
o31a_1	12	12
o2111ai_1	10	10
o211a_1	7	7
o22ai_1	8	7
## area by class of cell
cell class	count	share of cell area
multi-input cells	2217	0.684
flip-flops and latches	222	0.197
well taps	950	0.0506
inverters	180	0.0292
clock buffers	17	0.0181
repair buffers	33	0.0124
clock inverters	15	0.00836
No activity file was given, so power comes from the tool's default toggle rates.
